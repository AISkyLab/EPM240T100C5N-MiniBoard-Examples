File: design/flow/design.v
module div(a,b,c,en);
input[2:0] a,b; 
output[7:0] c;
reg[7:0] c;
output[7:0] en;
reg[3:0] c_tmp; 
reg[2:0] temp_reg; 
integer i;
assign en=0;
always@(a or b or temp_reg)
begin
	temp_reg=0;
	c_tmp=0;
	if(b==0)
		c_tmp=4'he;
	else begin
		if(a[2]>=b) begin
			c_tmp[2]=1;
			temp_reg[2]=a[2]-b;
		 end
		else begin
			c_tmp[2]=0;
			temp_reg[2]=a[2];
		 end
		if({temp_reg[2],a[1]}>=b) begin
			c_tmp[1]=1;
			temp_reg[2:1]={temp_reg[2],a[1]}-b;
		 end
		else begin
			c_tmp[1]=0;
			temp_reg[2:1]={temp_reg[2],a[1]};
		 end
		if({temp_reg[2:1],a[0]}>=b) begin
			c_tmp[0]=1;
			temp_reg=0;
		 end
		else begin
			c_tmp[0]=0;
			temp_reg=0;
		end
	 end
end
always@(c_tmp)
begin
	case(c_tmp)
		4'b0000:
			c=8'b11000000;
		4'b0001:
			c=8'b11111001;
		4'b0010:
			c=8'b10100100;
		4'b0011:
			c=8'b10110000;
		4'b0100:
			c=8'b10011001;
		4'b0101:
			c=8'b10010010;
		4'b0110:
			c=8'b10000010;
		4'b0111:
			c=8'b11111000;
		4'b1000:
			c=8'b10000000;
		4'b1001:
			c=8'b10010000;
		4'b1010:
			c=8'b10001000;
		4'b1011:
			c=8'b10000011;
		4'b1100:
			c=8'b11000110;
		4'b1101:
			c=8'b10100001;
		4'b1110:
			c=8'b10000110;
		4'b1111:
			c=8'b10001110;
	 endcase
end
endmodule 
File: design/flow/run.sh
#!/bin/bash
# OpenROAD 26Q1-2900-gdf79404cd8, Yosys 0.63+post, stock flow scripts
make -C /OpenROAD-flow-scripts/flow DESIGN_CONFIG=/design/flow/config.mk WORK_HOME=/design/flow/orfs finish
File: design/flow/config.mk
export PLATFORM = sky130hd
export DESIGN_NAME = div
export DESIGN_NICKNAME = div
export VERILOG_FILES = /design/flow/design.v
export SDC_FILE = /design/flow/constraint.sdc
export NUM_CORES = 4
export LEC_CHECK = 1
export CORE_AREA = 10 10 70 70
export DIE_AREA = 0 0 80 80
File: design/flow/constraint.sdc
current_design div

set clk_period 2.7
set clk_io_pct 0.2

create_clock -name clk0 -period $clk_period

set non_clock_inputs [all_inputs -no_clocks]
set_input_delay [expr $clk_period * $clk_io_pct] -clock clk0 $non_clock_inputs
set_output_delay [expr $clk_period * $clk_io_pct] -clock clk0 [all_outputs]
==> results.sh <==
# flow metrics
export IMPL_status="finished with violations"
export IMPL_violations="negative setup slack"
export IMPL_rows=21
export IMPL_logic_area_um2=652
export IMPL_tool_warnings=40
export IMPL_syn_cell_area_um2=478
export IMPL_crit_path_max_incr_delay_ns=0.31
export IMPL_hpwl_um=1140
export IMPL_synth_cells=69
export IMPL_dieArea_um2=6400
export IMPL_maxCapViolCount=0
export IMPL_hold_path_class="in2out"
export IMPL_top_area_frac=0.314
export IMPL_min_period_ns=3.72
export IMPL_portBuffers=13
export IMPL_grt_pass1_wl_um=2570
export IMPL_utilization=0.311
export IMPL_combPwrFrac=1.000
export IMPL_cp_slowest_cell="mux2_4"
export IMPL_dp_cells=143
export IMPL_netlist_top_cell_by_area="ha_1"
export IMPL_leakagePower_nw=0.464
export IMPL_worstMarginPinSlew_ns=0.533
export IMPL_num_vias=559
export IMPL_ys_warn_count=1
export IMPL_antenna_left=0
export IMPL_max_freq_mhz=269
export IMPL_routed_wl_um=1560
export IMPL_p_int_w=0.000170
export IMPL_crit_top_cell="ha_4"
export IMPL_grt_use_total=0.0457
export IMPL_grt_overflow_total=0
export IMPL_grt_pass1_vias=593
export IMPL_clockBufferCount=0
export IMPL_die_size_y_um=80
export IMPL_maxSlewHeadroom=0.641
export IMPL_die_w_um=80
export IMPL_io_pin_count=22
export IMPL_pwr_share_seq=0
export IMPL_route_detailed_drc=0
export IMPL_antenna_found_initial=0
export IMPL_topCellsByArea="ha_1 (31%), buf_4 (14%), inv_1 (7.1%), a21oi_1 (5.2%), o21ai_0 (5.2%)"
export IMPL_syn_to_final_growth_pct=122
export IMPL_nFlopsAndLatches=0
export IMPL_wire_per_inst_um=10.3
export IMPL_syn_area_per_cell_um2=6.93
export IMPL_grt_max_degree=11
export IMPL_fillers=348
export IMPL_drt_iter0_markers=12
export IMPL_via_per_inst=3.70
export IMPL_p_clk_frac=0
export IMPL_gp_congestion=0.780
export IMPL_layout_drive_gt1_share=0.686
export IMPL_worst_ep_arrival_time_ns=3.18
export IMPL_rsz0062_at_grt="true"
export IMPL_dr_pass1_iters=4
export IMPL_period_used=1.38
export IMPL_setup_slack_ns=-1.02
export IMPL_synth_top_cell_by_count="ha_1"
export IMPL_ys_cells=69
export IMPL_coreArea_um2=3420
export IMPL_top_cells_by_count="ha_1 (12), buf_4 (9), inv_1 (9)"
export IMPL_end_kind="output port"
export IMPL_seq_area_um2=0
export IMPL_ys_area_um2=478
export IMPL_power_switching_w=0.000135
export IMPL_ys_types=21
export IMPL_ir_worst_vdd_uv=88.8
export IMPL_required_ns=2.16
export IMPL_antenna_cells=0
export IMPL_final_max_slew_viol_count=0
export IMPL_finalHoldViolCount=0
export IMPL_fin_cells=151
export IMPL_critPathKind="in2out"
export IMPL_yosys_stat_seqShare=0
export IMPL_dpl_worst_slack_ns=-1.87
export IMPL_setup_viol=7
export IMPL_cts_hold_buffers=0
export IMPL_p_per_area_nw_per_um2=288
export IMPL_critPathLaunchType="input pin"
export IMPL_critPathMaxFanout=4
export IMPL_fp_util=0.140
export IMPL_crit_chain="buf_12 > inv_12 > ha_4 > inv_4 > a21oi_4 > a21oi_4 > ha_4 > a21oi_4 > nor2_4 > mux2_4 > ha_4 > a21oi_2 > o21ai_4 > nand2_4 > inv_4 > buf_6 > ha_4 > o21ai_1 > o22ai_1 > buf_2"
export IMPL_switching_share=0.443
## path summary, 6_finish.rpt
| kind | cells past startpoint | to | start | slack (ns) |
|---|---|---|---|---|
| hold / removal | 4 | c[0] | b[0] | 1.52 |
| setup / recovery | 20 | c[6] | a[2] | -1.02 |
## power by group through the flow
stage / Sequential [W] / Combinational [W] / Clock (W)
final: 0 / 0.000306 / 0
after global routing: 0 / 0.000335 / 0
after CTS: 0 / 0.000275 / 0
## cells in the final DEF (no fill, tap or decap), types with 2 or more instances in the layout
master	Yosys	layout
inv_2	0	2
nor2_1	5	2
nand2_1	5	2
o21ai_0	5	2
buf_4	9	23
buf_2	0	8
buf_6	1	4
nor3_1	2	2
a31oi_1	3	2
inv_1	9	4
conb_1	2	9
inv_4	0	2
a21oi_4	0	3
a21oi_2	0	2
ha_1	12	2
nand2_4	0	2
ha_4	0	10
nor2_4	0	3
nand2b_4	0	2
## cell families (layout without fill, tap and decap cells)
kind of cell / after synthesis / in the layout / synth area share
other: 2 / 9 / 0.0157
muxes: 2 / 2 / 0.0445
xor gates and xnor gates: 1 / 1 / 0.0183
adders and majority gates: 12 / 12 / 0.314
buffers and inverters: 19 / 48 / 0.236
and+or+nand+nor: 16 / 16 / 0.162
AOI/OAI and AO/OA: 17 / 17 / 0.209
## metal layers
metal / GRT usage / share of wire / vias up
li1: - / - / 291
met1: 0.0659 / 0.48 / 255
met2: 0.0746 / 0.46 / 13
met3: 0.00568 / 0.055 / 0
met4: 0 / 0 / 0
met5: 0 / 0 / -
## worst max-delay path, delay by kind of cell
kind / cells / cell delay [ns]
buf+inv: 6 / 0.46
fa+ha+maj: 4 / 0.81
mux: 1 / 0.31
compound gates: 7 / 0.87
simple gates: 2 / 0.18
## metrics by stage
stage          hold WS (ns)  setup TNS, ns  power, W  area, µm²
2_1_floorplan          1.12          -3.96  0.000114        589
3_5_place_dp           2.32         -12.80  0.000212        833
5_1_grt                1.54          -7.12  0.000335       1060
4_1_cts                1.59          -6.58  0.000275       1010
6_report               1.52          -6.30  0.000306       1060
3_3_place_gp           2.32         -12.59  0.000209        833
## area by class of cell
type                       instances  area share
inverter                           9      0.0483
multi-input combinational         57       0.614
tap                               46      0.0542
timing repair buffer              39       0.284
## repair_timing
action,4_1_cts,5_1_grt
endpoints found under the setup margin,7,7
buffers inserted,7,2
resized,65,14
pin swaps,18,12
Power and IR drop assume default switching activity.
