<file path="./config.mk">
export PLATFORM = sky130hd
export DESIGN_NAME = add
export DESIGN_NICKNAME = add
export VERILOG_FILES = /design/flow/design.v
export SDC_FILE = /design/flow/constraint.sdc
export NUM_CORES = 4
export LEC_CHECK = 1
export CORE_AREA = 10 10 70 70
export DIE_AREA = 0 0 80 80
</file>
<file path="./constraint.sdc">
current_design add

set clk_period 2.5
set clk_io_pct 0.2

create_clock -name clk0 -period $clk_period

set non_clock_inputs [all_inputs -no_clocks]
set_input_delay [expr $clk_period * $clk_io_pct] -clock clk0 $non_clock_inputs
set_output_delay [expr $clk_period * $clk_io_pct] -clock clk0 [all_outputs]
</file>
<file path="./design.v">
module add(a,b,c,en);
input[2:0] a,b;
output[7:0] c;
reg[7:0] c;
output en;
wire[3:0] c_tmp;
assign en=0;
assign c_tmp=a+b;
always@(c_tmp)
begin
	case(c_tmp)
		4'b0000:
			c=8'b11000000;
		4'b0001:
			c=8'b11111001;
		4'b0010:
			c=8'b10100100;
		4'b0011:
			c=8'b10110000;
		4'b0100:
			c=8'b10011001;
		4'b0101:
			c=8'b10010010;
		4'b0110:
			c=8'b10000010;
		4'b0111:
			c=8'b11111000;
		4'b1000:
			c=8'b10000000;
		4'b1001:
			c=8'b10010000;
		4'b1010:
			c=8'b10001000;
		4'b1011:
			c=8'b10000011;
		4'b1100:
			c=8'b11000110;
		4'b1101:
			c=8'b10100001;
		4'b1110:
			c=8'b10000110;
		4'b1111:
			c=8'b10001110;
	 endcase
end
endmodule 
</file>
<file path="./run.sh">
#!/bin/bash
# OpenROAD 26Q1-2900-gdf79404cd8, Yosys 0.63+post, stock flow scripts
make -C /OpenROAD-flow-scripts/flow DESIGN_CONFIG=/design/flow/config.mk WORK_HOME=/design/flow/orfs finish
</file>
==> impl_table.tex <==
% Implementation results table
\begin{tabular}{lr}
\hline
Metric & Value \\
\hline
\multicolumn{2}{l}{\textbf{Drt}} \\
Post-detailed-route count of antenna-violating nets & 0 \\
Routed wire per std cell & 10.41 um \\
1st-iter DRT viols & 15 \\
Aggregate routed wire length & 1.280 mm \\
Max layer used & met3 \\
Detailed Routing Iterations Pass 1 & 2 \\
Met3 WL & 81 um \\
Via-to-Cell Ratio & 3.528 \\
Wire length the detailed router placed on met1 & 700 um \\
Detail Route met2 WL & 498 um \\
Number of remaining DRC errors & 0 \\
Antenna Diode Count & 0 \\
Vias after detailed routing & 434 \\
\multicolumn{2}{l}{\textbf{CTS}} \\
Total of hold buffers inserted after clock tree synthesis & 0 \\
\multicolumn{2}{l}{\textbf{Logic synthesis}} \\
Basic Gates by Area & 0.1492 \\
XOR/XNOR Area Share & 0.06780 \\
Synth Seq Share & 0 \\
Cell count listed in synth\_stat.txt & 46 \\
Dominant combinational cell family by area after synthesis & adder cells \\
Synth Warn \# & 1 \\
Mapped cell area & 369.1 um2 \\
Compound-Gate Fraction of Synth Area & 0.2102 \\
Number of cells produced by synthesis & 46 \\
Adder-cell area share of the yosys netlist & 0.3593 \\
Area reported by Yosys stat & 369.1 um2 \\
Synthesized area divided by synthesized cell count & 8.024 um2 \\
Distinct cells, synth & 20 \\
Area fraction in mux cells & 0.06102 \\
\multicolumn{2}{l}{\textbf{Timing}} \\
Final setup slack of the worst path & -0.2147 ns \\
Minimum period implied by the final worst setup slack & 2.715 ns \\
Maximum clock frequency & 0.3684 GHz \\
Final Hold Fails & 0 \\
Final setup fails & 7 \\
Setup TNS after final layout & -0.7948 ns \\
Post-layout period usage of the worst path & 1.086 \\
Hold Slack & 1.582 ns \\
Total count of max-transition violations in the final report & 0 \\
RSZ-0062 raised after global routing & true \\
\multicolumn{2}{l}{\textbf{Outcome}} \\
Run status & finished with violations \\
Violations in the final reports & setup timing \\
\multicolumn{2}{l}{\textbf{Final layout}} \\
Proportion of layout cells with a drive suffix above 1 & 0.7792 \\
Number of filler instances in the final layout & 366 \\
Most instantiated logic cells after routing & sky130\_fd\_sc\_hd\_\_buf\_4 (14), sky130\_fd\_sc\_hd\_\_buf\_6 (9), sky130\_fd\_sc\_hd\_\_ha\_4 (7), sky130\_fd\_sc\_hd\_\_buf\_2 (6), sky130\_fd\_sc\_hd\_\_inv\_2 (4) \\
Clock buffer count in the final layout & 0 \\
Area growth syn-to-layout & 134.6\% \\
Commonest non-fill, non-tap cell in the layout & sky130\_fd\_sc\_hd\_\_buf\_4 \\
Sequential cell count of the final layout & 0 \\
Area used by sequential logic in the layout & 0 um2 \\
\multicolumn{2}{l}{\textbf{Critical path}} \\
Kind of start point of the critical path & primary input \\
Classification of the worst setup path & primary input to primary output \\
Arrival time worst endpoint & 2.21 ns \\
Worst-path fanout max & 5 \\
Critical path data required time & 2.00 ns \\
Critical path capture point type & primary output \\
\multicolumn{2}{l}{\textbf{Global routing}} \\
Total grt overflow & 0 \\
First-pass GRT wire length & 1.987 mm \\
Pin count of the biggest net entering global routing & 11 \\
Via count of the first global-routing pass & 421 \\
Initial antenna violation count & 0 \\
Total global-route track usage & 0.03589 \\
\multicolumn{2}{l}{\textbf{Power and ir drop}} \\
Leak & 0.3725 nW \\
Power per cell area & 342.1 nW/um2 \\
Max IR drop VDD & 0.1195 mV \\
\multicolumn{2}{l}{\textbf{Floorplanning}} \\
Top-level I/O count & 15 \\
Number of cell rows & 21 \\
Placeable Area & 3416 um2 \\
Die area & 6400 um2 \\
Die Height & 80 um \\
Width of the die & 80 um \\
FP Util & 0.1081 \\
\multicolumn{2}{l}{\textbf{Place}} \\
Final weighted congestion in routability-driven placement & 0.7428 \\
Count of input and output buffers & 13 \\
HPWL after detailed placement & 890.5 um \\
\multicolumn{2}{l}{\textbf{Hold path}} \\
Worst Hold Class & primary input to primary output \\
\multicolumn{2}{l}{\textbf{Job}} \\
Maximum capacitance violations & 0 \\
Tool warning count & 39 \\
\hline
\end{tabular}
[worst paths after layout]
check,startpoint,to,slack [ns],cells after the start
max,a[0],c[3],-0.21,8
min,b[0],c[4],1.58,5
[worst max-delay path, cell delays in order]
cell,delay [ns]
sky130_fd_sc_hd__buf_6,0.07
sky130_fd_sc_hd__ha_4,0.12
sky130_fd_sc_hd__inv_2,0.03
sky130_fd_sc_hd__fa_2,0.65
sky130_fd_sc_hd__inv_4,0.09
sky130_fd_sc_hd__ha_4,0.17
sky130_fd_sc_hd__mux4_2,0.44
sky130_fd_sc_hd__buf_2,0.13
[cell families (layout without fill, tap and decap cells)]
logic type / Yosys count / count (layout)
and+or+nand+nor: 12 / 12
xor gates and xnor gates: 2 / 2
buffers and inverters: 9 / 40
AOI/OAI and AO/OA: 10 / 10
other: 2 / 2
adders and majority gates: 10 / 10
muxes: 1 / 1
[Yosys cell counts]
cell type | instances | area share
sky130_fd_sc_hd__o221ai_1 | 2 | 0.047
sky130_fd_sc_hd__a21oi_2 | 1 | 0.024
sky130_fd_sc_hd__conb_1 | 2 | 0.020
sky130_fd_sc_hd__xor2_2 | 1 | 0.044
sky130_fd_sc_hd__buf_6 | 1 | 0.031
sky130_fd_sc_hd__mux4_2 | 1 | 0.061
sky130_fd_sc_hd__nand3_1 | 3 | 0.041
sky130_fd_sc_hd__o31ai_1 | 1 | 0.020
sky130_fd_sc_hd__fa_1 | 1 | 0.054
sky130_fd_sc_hd__nor3_1 | 1 | 0.014
sky130_fd_sc_hd__a311o_1 | 2 | 0.054
sky130_fd_sc_hd__nand2_1 | 5 | 0.051
sky130_fd_sc_hd__xnor2_1 | 1 | 0.024
sky130_fd_sc_hd__buf_4 | 2 | 0.041
sky130_fd_sc_hd__nor2_1 | 2 | 0.020
sky130_fd_sc_hd__a21oi_1 | 3 | 0.041
sky130_fd_sc_hd__and2_4 | 1 | 0.024
sky130_fd_sc_hd__ha_1 | 9 | 0.31
sky130_fd_sc_hd__o32ai_1 | 1 | 0.024
sky130_fd_sc_hd__inv_1 | 6 | 0.061
[per-layer routing]
layer  track usage  up-vias
met2       0.04896       11
met3      0.006818        0
met4             0        0
met5             0        -
li1              -      223
met1       0.05847      200
[where the power goes]
| part | leakage, nW | internal, mW | switching [mW] | total [mW] |
|---|---|---|---|---|
| Combinational | 0.373 | 0.169 | 0.127 | 0.296 |
| Clock | 0 | 0 | 0 | 0 |
| Sequential | 0 | 0 | 0 | 0 |
[timing repair]
item	in CTS	in global routing
buffers inserted	5	6
pin swaps	13	14
setup endpoints to repair	7	7
resized	61	22
[metrics by stage]
stage	instance area [um2]	total power, mW	utilization	instances	setup slack (ns)
floorplan	369.1	0.09146	-	46	0.02836
global placement	613.1	0.2012	0.1795	113	-0.9895
detailed placement	613.1	0.2050	0.1795	113	-1.022
CTS	759.5	0.2546	0.2223	118	-0.2147
global route	865.8	0.3233	0.2535	123	-0.2586
finish	865.8	0.2962	0.2535	123	-0.2147
[final cells by class]
cell class	instances	area, um2	share of cell area
Tap cell	46	57.56	0.06647
Multi-Input combinational cell	37	506.7	0.5853
Inverter	6	25.02	0.02890
Timing Repair Buffer	34	276.5	0.3194
Power and IR drop assume default switching activity.
