## flow/design.v

```verilog
module state_machine(clk,rst,c,en);
input clk,rst;
output[7:0] c;
reg[7:0] c;
output[7:0] en;
parameter state0=3'b000,
		  state1=3'b001,
		  state2=3'b010,
		  state3=3'b011,
		  state4=3'b100,
		  state5=3'b101,
		  state6=3'b110,
		  state7=3'b111;
reg[2:0] state;
reg[23:0] cnt;
assign en=0;
always@(posedge clk or negedge rst)
begin
	if(!rst) begin
		state<=state0;
		cnt<=0;
	 end
	else begin
		cnt<=cnt+1;
		if(cnt==24'hffffff) begin
			case(state)
				state0:
					state<=state1;
				state1:
					state<=state2;
				state2:
					state<=state3;
				state3:
					state<=state4;
				state4:
					state<=state5;
				state5:
					state<=state6;
				state6:
					state<=state7;
				state7:
					state<=state0;
			 endcase
		 end
	 end
end
always@(state)
begin
	case(state)
		state0:
			c=8'b1100_0000;
		state1:
			c=8'b1111_1001;
		state2:
			c=8'b1010_0100;
		state3:
			c=8'b1011_0000;
		state4:
			c=8'b1001_1001;
		state5:
			c=8'b1001_0010;
		state6:
			c=8'b1000_0010;
		state7:
			c=8'b1111_1000;
	 endcase
end
endmodule
```

## flow/run.sh

```bash
#!/bin/bash
# OpenROAD 26Q1-2900-gdf79404cd8, Yosys 0.63+post, stock flow scripts
make -C /OpenROAD-flow-scripts/flow DESIGN_CONFIG=/design/flow/config.mk WORK_HOME=/design/flow/orfs finish
```

## flow/config.mk

```make
export PLATFORM = sky130hd
export DESIGN_NAME = state_machine
export DESIGN_NICKNAME = state_machine
export VERILOG_FILES = /design/flow/design.v
export SDC_FILE = /design/flow/constraint.sdc
export NUM_CORES = 4
export LEC_CHECK = 1
export CORE_AREA = 10 10 92 92
export DIE_AREA = 0 0 102 102
```

## flow/constraint.sdc

```tcl
current_design state_machine

set clk_period 6.3
set clk_io_pct 0.2

create_clock -name clk0 -period $clk_period [get_ports {clk}]

set non_clock_inputs [all_inputs -no_clocks]
set_input_delay [expr $clk_period * $clk_io_pct] -clock clk0 $non_clock_inputs
set_output_delay [expr $clk_period * $clk_io_pct] -clock clk0 [all_outputs]
```

==> notes.org <==
#+TITLE: Synthesis and PnR summary

** Final timing
- The final timing report derives a shortest allowable period of 3060 ps.
- Setup slack on the critical path of the routed design comes to 3240 ps.
- The final critical path takes up 48.6% of the cycle.
- # setup viols final :: 0
- Highest clock frequency the design can meet :: 0.326 GHz
- Max-slew check failures listed in the final report amount to 0.
- Final hold violations :: 0
- The final layout reports a setup TNS of 0 ps.
- After layout, the setup clock skew is reported as 2.78 ps.
- Least-Margin Pin Slew :: 498 ps
- Per the slew report, the remaining headroom to the max-slew limit stands at 66.6%.
- Setup repair after global routing left no endpoint under its margin.

** Finish
- Share of final-layout standard cells stronger than drive strength 1 :: 8.63%
- The multi-input combinational cells in the finished layout cover a total of 697 um^2.
- Layout overhead on the synthesized area :: 12.5%
- Most used logic cell in the final layout :: sky130_fd_sc_hd__dfrtp_1
- In the final layout, flip-flops and latches occupy 676 um^2.
- Fill cell count :: 682
- By instance count after routing, the leading logic cell types are sky130_fd_sc_hd__dfrtp_1, sky130_fd_sc_hd__nand2_1, sky130_fd_sc_hd__xnor2_1.

** Clocking
- Cells resized by post-CTS repair :: 0
- The tree built by TritonCTS fans out to 27 sinks.
- For reference, the clock transition at the flip-flops on the worst setup and hold paths is 90 ps.
- TritonCTS created 3 clock buffers.
- The skew report gives the latency at the later pin of the worst-skew pair as 260 ps.
- Maximum buffer depth of the clock tree :: 2
- Root buffer cell :: sky130_fd_sc_hd__clkbuf_8
- CTS tree :: built
- Hold buffer count at cts :: 0
- Once the clock tree was built, the setup fixing pass inserted 0 buffers.
- CTS built an H-tree with a depth of 1.

** Die
- The floorplan step defined a die boundary enclosing 10400 um^2.
- Die span in x :: 102 um
- Die Ht :: 102 um
- Total number of placement rows :: 29
- Number of top-level pins :: 18
- Per the OpenROAD floorplan log, the area of the core is 6460 um^2.
- Starting density of the core :: 22.2%

** Setup path
- Peak per-stage delay on the critical path :: 480 ps
- STA classifies the critical path endpoint as an output pin.
- Worst path slowest cell :: sky130_fd_sc_hd__clkdlybuf4s50_1
- Worst r2r dst :: state[1]
- Data arrival at the endpoint of the critical path :: 1800 ps
- Required time of the critical path :: 5040 ps
- STA classifies the critical path startpoint as a flop.
- Worst R2R Setup Slack :: 4520 ps
- CP Class :: reg2out
- The worst register-to-register path begins at cnt[9].
- Tracing the worst setup path back leads to its startpoint at state[0].
- Capture point of the worst path :: c[3]
- Worst reg2reg path depth :: 4
- Traced cell by cell, the critical path runs through inv_1 > ha_1 > o21ai_0 > clkdlybuf4s50_1.
- Critical-path maximum fanout :: 6

** Placed design
- Post-detailed-placement half-perimeter wirelength :: 1610 um
- Buffers placed on the I/O ports in this run total 8.
- Post-placement setup slack :: 3510 ps
- RD Place Congestion :: 0.825

** GRT
- GRT overflow :: 0
- Entering global routing, the biggest net connects 28 pins.
- GRT Overall Usage :: 4.28%
- The first global-routing pass estimated 3880 um of wire.
- Antenna violations before repair :: 0
- The number of global-route vias before repair came to 879.

** Detailed routing
- Total number of vias :: 847
- WL/cell :: 9.98 um
- The script logs the ratio of routed vias to standard cells as 3.92.
- In this run, the number of DRC markers left after iteration 0 of detailed routing was 27.
- Post-DRT Antenna Nets :: 0
- Drt pass-1 iters :: 3
- Wires add up to 2160 um.
- Antenna cell count :: 0
- The script parses the final routing iteration and logs DRC violations as 0.

** Yosys
- Summing the sequential cell areas from Yosys gives 47.0% of the chip area.
- Top-area cell type share of the netlist area :: 47.0%
- After synthesis, the netlist uses 29 different library cells.
- YS warnings :: 1
- The post-synth register bit count is 27.
- The main area contributors are sky130_fd_sc_hd__dfrtp_1, sky130_fd_sc_hd__xnor2_1, sky130_fd_sc_hd__ha_1.
- Synthesized area :: 1440 um^2
- Total cells reported by yosys after synthesis :: 130
- Biggest area consumer among synthesized cells :: sky130_fd_sc_hd__dfrtp_1
- A synthesized cell averages 11.0 um^2.
- Area reported by Yosys stat :: 1440 um^2
- Synthesis handed over a netlist of 130 instances.

** Power and ir drop
- Leakage dissipation :: 0.729 nW
- The report lists the power per cell area as 169 nW/um^2.
- Maximum vdd ir drop :: 106 uV

** Min path
- In this run the worst hold path is classified as reg2reg.

** Job
- Number of OpenROAD warnings :: 30
- Max-cap viol count :: 0

** Outcome
- The flow ran to the end, and the final reports show no timing, DRC or antenna violations.
==> worst min-delay path by stage <==
stage | from | depth (start not counted) | endpoint
CTS | cnt[0] | 1 | cnt[0]
global route | cnt[16] | 1 | cnt[16]
finish | cnt[0] | 1 | cnt[0]
==> state kept, by name, indices dropped and copies added, names as in the netlist <==
register and cells:
cnt 24, state 3
==> kinds of logic (layout without fill, tap and decap cells) <==
kind of cell / Yosys count / in the layout / share of synthesized area (%)
xor gates and xnor gates: 22 / 22 / 13.4
adders and majority gates: 7 / 7 / 6.10
and+or+nand+nor: 48 / 48 / 22.0
AOI/OAI and AO/OA: 8 / 8 / 3.57
buffers and inverters: 15 / 17 / 6.27
muxes: 1 / 1 / 1.04
other: 2 / 9 / 0.523
DFF: 27 / 27 / 47.0
==> synthesized netlist by cell type, drive strengths merged <==
master	n
nand2	15
nand4	8
and3	1
a2bb2oi	1
a21oi	1
buf	9
a41o	1
xor2	8
xnor2	14
and2	3
conb	2
o21ai	4
dfrtp	27
and4	2
nand3	6
clkbuf	2
or4	1
nor2	5
mux2	1
o31ai	1
nor2b	1
inv	4
nor4	2
ha	7
nor3	4
==> metal layers <==
layer,global-route usage (%),up-vias,part of all wire (%)
met5,0,-,0
met2,7.11,8,46
li1,-,444,-
met1,5.96,393,50
met4,1.08,0,2.2
met3,0.273,2,1.2
==> metrics by stage <==
| step | total power [mW] | utilization [%] | cells | hold slack [ps] | instance area [um^2] |
|---|---|---|---|---|---|
| final | 0.273 | 25.0 | 216 | 459 | 1620 |
| after global routing | 0.285 | 25.0 | 216 | 480 | 1620 |
| after CTS | 0.278 | 25.0 | 216 | 460 | 1620 |
| after detailed placement | 0.182 | 24.3 | 212 | 447 | 1570 |
| after global placement | 0.182 | 24.3 | 212 | 443 | 1570 |
| after floorplan | 0.181 | - | 137 | 422 | 1460 |
==> critical path, delay by kind of cell, from the launching register on <==
kind                       cells  cell delay [ps]
buffers and inverters          2              600
DFF                            1              450
adders and majority gates      1              330
AOI/OAI and AO/OA              1              150
==> cell type report <==
cell class,count,area share [%]
well taps,77,5.96
repair buffers,9,5.42
clock buffers,4,2.79
multi-input cells,95,43.1
inverters,4,0.929
flip-flops and latches,27,41.8
==> report_power, final <==
part	switching [mW]	leakage [nW]	internal (mW)
Sequential	0	0.368	0.173
Clock	0.0499	0.0228	0.0452
Combinational	0.00348	0.338	0.000951
Total	0.0534	0.729	0.219
Power figures rest on the tool's default switching activity, not on a simulated workload.
